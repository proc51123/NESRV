[flow/run.sh]
#!/bin/bash
# OpenROAD 26Q1-2900-gdf79404cd8, Yosys 0.63+post, stock flow scripts
make -C /OpenROAD-flow-scripts/flow DESIGN_CONFIG=/design/flow/config.mk WORK_HOME=/design/flow/orfs finish
[flow/config.mk]
export PLATFORM = sky130hd
export DESIGN_NAME = reg_file
export DESIGN_NICKNAME = reg_file
export VERILOG_FILES = /design/flow/design.v
export SDC_FILE = /design/flow/constraint.sdc
export NUM_CORES = 4
export LEC_CHECK = 1
export CORE_UTILIZATION = 50
[flow/constraint.sdc]
current_design reg_file

set clk_period 6.4
set clk_io_pct 0.2

create_clock -name clk0 -period $clk_period [get_ports {clk}]

set non_clock_inputs [all_inputs -no_clocks]
set_input_delay [expr $clk_period * $clk_io_pct] -clock clk0 $non_clock_inputs
set_output_delay [expr $clk_period * $clk_io_pct] -clock clk0 [all_outputs]
[flow/design.v]
module reg_file (
    input  logic        clk,
    input  logic        rst,
    input  logic        reg_write_en_i,  
    input  logic [4:0]  rd_addr_i,       
    input  logic [31:0] rd_data_i,       
    input  logic [4:0]  rs1_addr_i,      
    output logic [31:0] rs1_data_o,      
    input  logic [4:0]  rs2_addr_i,      
    output logic [31:0] rs2_data_o       
);
    logic [31:0] registers[0:31];
    always_ff @(posedge clk or posedge rst) begin
        if (rst) begin
            for (int i = 0; i < 32; i = i + 1) begin
                registers[i] <= 32'b0;
            end
        end else begin
            if (reg_write_en_i && (rd_addr_i != 5'b0)) begin
                registers[rd_addr_i] <= rd_data_i;
            end
        end
    end
    assign rs1_data_o = (rs1_addr_i == 5'b0) ? 32'b0 : registers[rs1_addr_i];
    assign rs2_data_o = (rs2_addr_i == 5'b0) ? 32'b0 : registers[rs2_addr_i];
endmodule
==> out/metrics.yaml <==
status: "finished, final reports clean"
endpoint_kind: "output pin"
place_area_um2: 56100
core_um2: 102000
setup_viol: 0
post_cts_buffers: 0
synthArstFlopShare_pct: 100
hold_viol: 0
cts_tree: "done"
hp-class: "reg2reg"
drcViolationCount: 0
post_drt_wl_per_cell_um: 45.5
drtIter0Drc: 6665
cts_buffers: 108
final_period_minus_worst_setup_slack_ns: 6.31
cts.htree.levels: 3
edf_count: 0
detail-route-antenna-nets: 0
period_used_pct: 98.7
clk_pin_slew_ns: 0.06
synth_seq_share_pct: 48.0
skew_ns: 0
synth_cells: 4649
largestRegisters: "registers (992)"
start_kind: "primary input"
final_area_um2: 60000
synth_area_um2: 51700
yosysUniqueCellTypes: 73
yosysWarningCount: 2
grt_pass1_wl_mm: 384
ys_cells: 4649
maxCapViolCount: 0
ys_area_um2: 51700
drt-total-wl_mm: 282
track_usage_pct: 56.8
die-height_um: 324
syn_area_per_cell_um2: 11.1
synth_top_cell_by_area: "dfrtp_1"
top_cell_area_share_pct: 48.0
overflow: 0
area_growth_pct: 16.0
dpl.hpwl_mm: 179
critPathArrivalTime_ns: 5.03
clk-insertion-delay-late_ns: 0.72
cts_buffer_depth: 3
antenna_found_initial: 17
synthTopCellsByArea: "dfrtp_1 48%, mux2_2 22%, nand3_1 5.8%"
grt_setup_unrepaired: "no"
flop_cell: "dfrtp_1"
synth_top_cell_by_count: "mux2_2"
max-slew-margin-rel_pct: 16.0
gp_congestion: 1.09
first_pass_iters: 9
fp_util_pct: 50.6
drive_gt1_share_pct: 34.5
top_cells_by_count: "993 x mux2_2, 992 x dfrtp_1, 598 x nand3_1, 356 x a22oi_1, 292 x clkbuf_1"
power.density_nw_per_um2: 307
ctsHoldBuffers: 0
hold_slack_ns: 0.507
fmax_mhz: 158
largest_register: "registers"
power_leakage_nw: 26.1
warnings: 34
crit_required_ns: 5.12
worst_slack_ns: 0.0862
crit_type: "in2out"
drv_slew: 0
num_vias: 48000
grt_pass1_vias: 46500
rrSetupSlack_ns: 5.46
rows: 117
place_ws_ns: 0.438
cts_resized: 0
die_w_um: 324
drt-vias-per-instance: 7.74
peakVddDrop_uv: 251
ios: 114
critPathMaxFanout: 10
tightest_slew_ns: 1.26
io_buffers: 113
post-route-util_pct: 58.7
die_area_um2: 105000
power.total_mw: 18.4
cts.sink_count: 992
cts_root_buf: "clkbuf_16"
grt_max_degree: 115
largest_reg_flops: 992
ys.flops: 992
==> cell usage in the layout (no fill, tap or decap), types with 29 or more instances in the layout <==
master / synthesis / routed
a21oi_1: 77 / 77
buf_12: 0 / 35
a31oi_1: 56 / 56
nand3_1: 598 / 596
nand4_1: 184 / 184
and3_1: 232 / 229
clkbuf_16: 0 / 110
a22o_1: 45 / 45
dfrtp_1: 992 / 992
a22oi_1: 356 / 356
nor2_4: 0 / 29
clkdlybuf4s50_1: 0 / 105
nand2_1: 86 / 72
a2111oi_0: 67 / 67
mux2_2: 993 / 993
nor4_1: 39 / 38
a222oi_1: 33 / 33
buf_4: 4 / 325
and4_1: 49 / 49
==> path summary, 6_finish.rpt <==
check / start / to / depth (start not counted)
worst min-delay path: registers[5][11]$_DFFE_PP0P_ / registers[5][11]$_DFFE_PP0P_ / 1
worst max-delay path: rs1_addr_i[1] / rs1_data_o[31] / 8
max in group asynchronous: rst / registers[25][28]$_DFFE_PP0P_ / 4
worst max register to register: registers[28][26]$_DFFE_PP0P_ / registers[28][26]$_DFFE_PP0P_ / 1
min in group asynchronous: rst / registers[17][17]$_DFFE_PP0P_ / 2
worst min register to register: registers[5][11]$_DFFE_PP0P_ / registers[5][11]$_DFFE_PP0P_ / 1
==> report_power, final <==
part	leakage, nW	internal, mW	switching, mW
clock	1.89	4.14	2.78
combinational	11.5	1.38	1.38
sequential	12.7	7.49	1.25
total	26.1	13.0	5.41
==> layer usage <==
| metal | GRT usage [%] | vias up | share of wire [%] |
|---|---|---|---|
| met1 | 70.8 | 23800 | 34 |
| met5 | 2.69 | - | 0.18 |
| met4 | 41.7 | 23 | 10 |
| met3 | 35.4 | 1589 | 17 |
| li1 | - | 18000 | - |
| met2 | 71.8 | 4540 | 39 |
==> critical path, stage by stage <==
cell,delay [ns]
clkdlybuf4s50_1,0.93
nand2b_1,0.46
nor2_4,0.62
buf_4,0.34
a32oi_1,0.12
and4_1,0.27
a31oi_1,0.41
clkdlybuf4s50_1,0.57
==> stage by stage <==
| step | std cells | setup TNS (ns) |
|---|---|---|
| after global routing | 6187 | 0 |
| final | 6203 | 0 |
| after CTS | 6186 | 0 |
| after detailed placement | 5984 | 0 |
| after global placement | 5984 | 0 |
| after floorplan | 4649 | -8477.97 |
==> logic make-up (layout without fill, tap and decap cells) <==
| logic type | Yosys count | in the layout | share of synthesized area (%) |
|---|---|---|---|
| AND/OR/NAND/NOR | 1384 | 1384 | 15.0 |
| multiplexers | 1000 | 1000 | 21.8 |
| flip-flops | 992 | 992 | 48.0 |
| AND-OR/OR-AND | 749 | 749 | 11.0 |
| buffers and inverters | 524 | 693 | 4.18 |
| other | 0 | 17 | 0 |
==> cell type report <==
cell class | instances | area, um^2
Clock inverter | 56 | 835
Antenna cell | 17 | 42.5
Sequential cell | 992 | 24800
Multi-Input combinational cell | 3133 | 25200
Fill cell | 8521 | 42200
Clock buffer | 146 | 3050
Tap cell | 1368 | 1710
Timing Repair Buffer | 471 | 4220
Inverter | 20 | 78.8
No activity file was given, so power comes from the tool's default toggle rates.
