[./run.sh]
#!/bin/bash
# OpenROAD 26Q1-2900-gdf79404cd8, Yosys 0.63+post, stock flow scripts
make -C /OpenROAD-flow-scripts/flow DESIGN_CONFIG=/design/flow/config.mk WORK_HOME=/design/flow/orfs finish
[./config.mk]
export PLATFORM = sky130hd
export DESIGN_NAME = if_stage
export DESIGN_NICKNAME = if_stage
export VERILOG_FILES = /design/flow/design.v
export SDC_FILE = /design/flow/constraint.sdc
export NUM_CORES = 4
export LEC_CHECK = 1
export CORE_UTILIZATION = 40
[./constraint.sdc]
current_design if_stage

set clk_period 3.6
set clk_io_pct 0.2

create_clock -name clk0 -period $clk_period [get_ports {clk}]

set non_clock_inputs [all_inputs -no_clocks]
set_input_delay [expr $clk_period * $clk_io_pct] -clock clk0 $non_clock_inputs
set_output_delay [expr $clk_period * $clk_io_pct] -clock clk0 [all_outputs]
[./design.v]
module if_stage (
    input  logic        clk,
    input  logic        rst,
    input  logic        pc_stall_i,       
    input  logic        pc_src_i,         
    input  logic [31:0] branch_target_i,  
    output logic [31:0] pc_o              
);
    logic [31:0] pc_reg;
    logic [31:0] pc_next;
    logic [31:0] pc_plus_4;
    always_ff @(posedge clk or posedge rst) begin
        if (rst) begin
            pc_reg <= 32'h00000000;
        end else if (!pc_stall_i) begin
            pc_reg <= pc_next;
        end
    end
    assign pc_plus_4 = pc_reg + 4;
    assign pc_next = pc_src_i ? branch_target_i : pc_plus_4;
    assign pc_o = pc_reg;
endmodule
==> notes.md <==
run results: number of remaining DRC errors 0, first-pass GRT wire length 10,300 um, post-synth top area share 37.9%, # setup viols final 0, outcome completed, logic gate share of total power 26.8%, CP max stage delay 0.73 ns, HP Class register to register, power density cells 373 nW/um2, Placer Congestion 0.896, Worst Path Buf+Inv 2, total number of yosys warnings 1, Final Hold Fails 0, clock buffer depth 2, xor/xnor share 0%, Min-Delay Path Depth 2, Final ANT Viol Nets 0, Post-Syn Area 2110 um2, CP delay by family, top buffers and inverters, input/output buffers 67, Worst R2R Setup Slack 1.54 ns, Main synth FF type dfrtp_1, syn avg cell area 8.39 um2, # rows 26, Synth Instances 252, CTS Buf Count 5, I/O pins 68, adder share 0.592%, WS Path Type primary input to register, gr usage total 24.4%, vias per cell 5.95, min Tclk post-route 2.37 ns, Resize count post-CTS 0, CP Capture Type register, clock latency (worst-skew pair) 0.28 ns, hpwl dp 4280 um, critical-path cell list clkdlybuf4s50_1 -> buf_4 -> nor2_1 -> a22oi_1 -> o311ai_0, Hold Path Sink pc_reg[0], count leader, synth dfrtp_1, CTS tree built, Post-synth ARST share 100%, Flops after synth 32, Hold Startpoint pc_reg[0], Pleak 0.00106 uW, pin count of the biggest net entering global routing 39, Vias 2,267, Simple-Gate Fraction of Synth Area 30.5%, setup bufs post-CTS 0, crit-path max FO 34, initial antenna violation count 0, reg2reg end pc_reg[18], Max Clock Freq 422 MHz, Post-CTS Hold Buffers 0, library cells used by synthesis 44, die height 74.7 um, Util after Layout 56.8%, NetSw 326 uW, vias in the first global route 2,015, R2R depth 5, final instance count without filler cells 381, arrival time worst endpoint 2.53 ns, clk sinks 32, Sequential Power Share 46.3%, wire per inst 17.0 um, initial drt markers 164, Switching Fraction 30.2%, final WL 6490 um, max-slew violations 0, MUX share of area 1.01%, max FFs per register 32, sequential fraction of the synthesis area 37.9%, Max VDD drop 261 uV, Clock Power Share 26.9%, FF-to-FF Start pc_reg[2], clock skew 0.00187 ns, H-tree levels 2, largest area contributor in the netlist dfrtp_1, setup TNS 0 ns, fp util 41.4%, total congestion overflow 0, CTS Root Cell clkbuf_8, aoi share 24.5%, layout cell share with drive strength beyond 1 6.11%, Placed Instances 373, Clock Pin Slew Worst Setup and Hold Paths 0.07 ns, worst slew pin tran 0.890 ns, Chip Width 74.7 um, crit start category primary input, Dominant comb cell simple AND/OR/NAND/NOR gates, tool warnings 26, Top area cell types dfrtp_1 (38%), o21ai_0 (4.7%), a22oi_1 (4.3%), Core Region 5110 um2, Die Area 5580 um2, RSZ-0062 raised after global routing false, top cells by count dfrtp_1 (32), nand2_1 (20), o21ai_0 (20), DRT Pass-1 Iters 4, Worst slew margin 40.5%, P_int 755 uW, Worst Path Required 3.77 ns, ys cells 252, YS chip area 2110 um2, area added between synthesis and finish 37.1%, Max Cap Violations 0, count of library flops with an enable pin 0, slowest CP cell nor2_1, fin crit share 65.7%, # diodes 0
metal layers:
metal | global-route usage (%) | share of wire, % | routed length (um) | up-vias
li1 | - | - | - | 1102
met1 | 38.4 | 46 | 2990 | 1064
met2 | 36.7 | 45 | 2950 | 95
met3 | 5.02 | 7.7 | 501 | 6
met4 | 2.94 | 0.77 | 50 | 0
met5 | 0 | 0 | 0 | -
worst reg2reg max path, cell delays in order (launching register included):
cell and delay, ns:
dfrtp_1 0.44, ha_1 0.25, and3_1 0.40, nand2_2 0.22
or4_1 0.51, o211ai_1 0.16
cells by family (layout without fill, tap and decap cells):
family / Yosys count / after routing
flip-flops: 32 / 32
AND/OR/NAND/NOR: 113 / 113
adder cells (fa/ha/maj): 1 / 1
AND-OR/OR-AND: 78 / 78
buffers and inverters: 26 / 85
multiplexers: 2 / 2
area by class of cell:
| class | instances | area, um2 |
|---|---|---|
| repair buffers | 71 | 701 |
| flip-flops and latches | 32 | 801 |
| inverters | 6 | 22.5 |
| multi-input cells | 194 | 1200 |
| fillers | 492 | 2210 |
| well taps | 70 | 87.6 |
| clock buffers | 8 | 90.1 |
cell usage in the layout (no fill, tap or decap), types with 4 or more instances in the layout:
master	n
clkdlybuf4s50_1	67
dfrtp_1	32
o21ai_0	20
nand2_1	20
nand3_1	15
nor2_1	14
a21oi_1	13
nand4_1	12
a22oi_1	12
nor3_1	11
and4_1	7
a311oi_1	7
inv_1	6
clkbuf_8	6
or4_1	5
o22ai_1	5
o211ai_1	5
nor4_1	5
and3_1	4
o311ai_0	4
and2_1	4
buf_4	4
per-stage QoR:
step / hold slack, ns / setup WS, ns / area, um2 / total power, uW
floorplan: 0.421 / 1.78 / 2110 / 610
global placement: 0.463 / 1.01 / 2810 / 796
detailed placement: 0.472 / 1.00 / 2810 / 796
CTS: 0.489 / 1.31 / 2900 / 1090
global route: 0.508 / 1.05 / 2900 / 1150
finish: 0.485 / 1.23 / 2900 / 1080
power by group through the flow:
stage | logic, uW | registers (uW) | clock network (uW)
finish | 290 | 501 | 290
global route | 324 | 511 | 313
CTS | 293 | 499 | 300
worst max-delay path by stage:
stage          start          to  slack, ns  cells after the start
4_1_cts   pc_stall_i  pc_reg[20]       1.31                      5
5_1_grt   pc_stall_i  pc_reg[20]       1.05                      5
6_report  pc_stall_i  pc_reg[20]       1.23                      5
Power and IR drop assume default switching activity.
