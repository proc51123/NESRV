**run.sh**
```bash
#!/bin/bash
# OpenROAD 26Q1-2900-gdf79404cd8, Yosys 0.63+post, stock flow scripts
make -C /OpenROAD-flow-scripts/flow DESIGN_CONFIG=/design/flow/config.mk WORK_HOME=/design/flow/orfs finish
```
**config.mk**
```make
export PLATFORM = sky130hd
export DESIGN_NAME = alu_core
export DESIGN_NICKNAME = alu_core
export VERILOG_FILES = /design/flow/design.v
export SDC_FILE = /design/flow/constraint.sdc
export NUM_CORES = 4
export LEC_CHECK = 1
export CORE_UTILIZATION = 30
```
**constraint.sdc**
```tcl
current_design alu_core

set clk_period 15.4
set clk_io_pct 0.2

create_clock -name clk0 -period $clk_period

set non_clock_inputs [all_inputs -no_clocks]
set_input_delay [expr $clk_period * $clk_io_pct] -clock clk0 $non_clock_inputs
set_output_delay [expr $clk_period * $clk_io_pct] -clock clk0 [all_outputs]
```
**design.v**
```verilog
module alu_core #(
    parameter int XLEN = 32   
) (
    input  logic [4-1:0] alu_op_i,        
    input  logic [XLEN-1:0]          operand_a_i,     
    input  logic [XLEN-1:0]          operand_b_i,     
    output logic [XLEN-1:0]          alu_result_o,    
    output logic                     zero_flag_o,  
	output logic                     sign_flag_o,    
    output logic                     unsigned_less_than_o  
);
    always_comb begin
        case (alu_op_i)
            4'b0000:  alu_result_o = operand_a_i + operand_b_i;
            4'b0001:  alu_result_o = operand_a_i - operand_b_i;
            4'b0010:  alu_result_o = operand_a_i << operand_b_i[4:0];
            4'b0011:  alu_result_o = ($signed(operand_a_i) < $signed(operand_b_i)) ? {{(XLEN-1){1'b0}}, 1'b1} : '0;
            4'b0100: alu_result_o = (operand_a_i < operand_b_i) ? {{(XLEN-1){1'b0}}, 1'b1} : '0;
            4'b0101:  alu_result_o = operand_a_i ^ operand_b_i;
            4'b0110:  alu_result_o = operand_a_i >> operand_b_i[4:0];
            4'b0111:  alu_result_o = $signed(operand_a_i) >>> operand_b_i[4:0];
            4'b1000:   alu_result_o = operand_a_i | operand_b_i;
            4'b1001:  alu_result_o = operand_a_i & operand_b_i;
            default:   alu_result_o = 32'hdeadbeef;  
        endcase
    end
    assign zero_flag_o = (alu_result_o == 32'b0);
    assign sign_flag_o = alu_result_o[31];
    assign unsigned_less_than_o = (operand_a_i < operand_b_i);
endmodule
```
==> run notes <==
Observations from the implementation run.

Final timing:
- The run gives the highest clock rate as 0.0858 GHz.
- The run gives the setup TNS as 0 ns.
- The final timing report derives a shortest allowable period of 11.65 ns.
- The run gives the worst slew margin relative to its limit as 35.5%.
- The run puts the final-report setup violation count at 0.
- Setup slack closes at 3.75 ns.
- The run gives the portion of the clock cycle consumed by the worst path in the final layout as 75.6%.
- The most critical hold endpoint after final layout shows a slack of 7.37 ns.
- For reference, the final report shows the hold violation count at 0.
- Setup repair after global routing left no endpoint under its margin.
- The run puts the number of pins exceeding their max-slew limit in the final report at 0.
- The run gives the worst-margin pin slew as 0.952 ns.

Clock network:
- The run gives the post-cts gate resize count as 0.
- The run puts the post-CTS repair timing setup buffer count at 0.
- In this run, post-CTS hold repair placed 0 buffers.

Pwr:
- The run gives the internal power of the cells as 167 uW.
- Per the power-grid run, VDD falls by no more than 15.5 uV.
- The run gives the switching component of the power as 276 uW.
- The run puts the static leakage at 4.50 nW.
- The switching portion of total power comes to 62.3%.
- The flow reported a cell area power density of 39.6 nW/um2.

GRT:
- The run gives the number of antenna violations at the first check in global routing as 4.
- The run puts the via count of the first global-routing pass at 11.7k.
- The run puts the total congestion overflow at 0.
- The run puts the maximum number of pins on one net before global-route repair at 59.
- The first global-routing pass estimated 80000 um of wire.
- The run gives the all-layer global routing usage as 33.0%.

Setup path:
- The critical path endpoint has a required time of 12.32 ns.
- The run gives the kind of end point of the critical path as a primary output.
- The run gives the data arrival at the endpoint of the critical path as 8.57 ns.
- In the setup report, the worst path falls into the class in -> out.
- The run gives the startpoint class of the critical path as an input pin.
- Looking at the critical path, the highest net fanout was 58.
- Tracing the worst setup path back leads to its startpoint at operand_b_i[2].

Place:
- The run gives the count of buffers from port buffering as 103.
- The run puts the detailed placement HPWL at 42900 um.
- The run gives the worst setup timing slack at the placement stage as 3.81 ns.
- The run puts the placed standard-cell area at 11200 um2.
- The final weighted congestion recorded by global placement is 1.03.

Hold path:
- The run puts the number of stages on the worst hold path at 5.
- The worst hold path begins at operand_b_i[0].
- The run gives the class of the tightest hold or removal check as in -> out.

Route:
- The first detailed-routing pass took 6 iterations.
- The run gives the overall via count from detail_route as 12.2k.
- Per the post-route antenna check, the number of violating nets is 0.
- The script logs the mean routed wire length per placed instance as 29.0 um.
- After detailed routing, the total wire length is 54600 um.
- The run gives the number of remaining DRC errors as 0.
- The routed design shows a via density per instance of 6.46.
- The run puts the violation count after the first detailed-routing iteration at 1346.

Outcome:
- The run finished with clean final reports.

Final layout:
- The final report gives the core utilization as 35.1%.
- The run puts the area growth from synthesis to final layout at 14.2%.
- The run puts the storage element area at 0 um2.
- The run puts the number of flip-flops and latches at 0.
- The run puts the share of post-route cells with drive strength above 1 at 9.82%.
- The library cells used most frequently in the layout, excluding fill and tap cells, are 121 x sky130_fd_sc_hd__nor2_1, 121 x sky130_fd_sc_hd__nand2_1, 114 x sky130_fd_sc_hd__a21oi_1.
- The run gives the number of clock-tree buffers in the layout as 0.
- The run puts the post-route cell area at 11200 um2.

Floorplanning:
- The run puts the overall die width at 183 um.
- The core region is 31900 um2.
- According to the floorplan report, the die height is 183 um.
- In this run the core area contains 65 standard-cell rows.
- The run gives the floorplan-stage core utilization as 30.7%.
- The run gives the floorplan die area as 33400 um2.
- Pin placement for this block handled 103 I/O pins.

Synthesis:
- Synthesis produced a netlist whose cell count is 1413.
- For reference, the post-synthesis area per instance comes to 6.94 um2.
- In the Yosys report, the sequential cells make up 0% of the chip area.
- The run puts the total of warnings raised by yosys at 1.
- The chip area line in the Yosys stat output reads 9800 um2.
- The run gives the netlist area before placement as 9800 um2.
- The run puts the yosys cell count at 1413.
- The netlist uses 87 different library cells.

Flow run:
- The run gives the tally of OpenROAD warnings as 99.
- Max-cap violations in this run came to 0.
==> stage by stage <==
stage / power, mW / instances
global placement: 0.432 / 1881
detailed placement: 0.428 / 1881
finish: 0.443 / 1883
floorplan: 0.256 / 1413
CTS: 0.431 / 1881
global route: 0.471 / 1881
==> per-layer routing <==
layer	share of wire [%]	track usage [%]
met2	43	49.7
met4	3.2	8.71
met5	0.044	0.148
met1	42	45.4
met3	11	10.8
==> worst paths after layout <==
kind,to
setup / recovery,zero_flag_o
hold / removal,alu_result_o[1]
==> worst max-delay path, cell delays in order <==
cell and delay (ns):
sky130_fd_sc_hd__buf_2 0.08, sky130_fd_sc_hd__buf_4 0.50, sky130_fd_sc_hd__clkinv_1 0.14, sky130_fd_sc_hd__buf_4 0.33
sky130_fd_sc_hd__ha_1 0.45, sky130_fd_sc_hd__o21ba_2 0.26, sky130_fd_sc_hd__a2111o_1 0.48, sky130_fd_sc_hd__a211oi_1 0.41
sky130_fd_sc_hd__o21ai_1 0.23, sky130_fd_sc_hd__a21oi_1 0.41, sky130_fd_sc_hd__a311o_1 0.31, sky130_fd_sc_hd__a21oi_1 0.13
sky130_fd_sc_hd__a21o_1 0.22, sky130_fd_sc_hd__or3_1 0.30, sky130_fd_sc_hd__or4_1 0.56, sky130_fd_sc_hd__nor4_2 0.17
sky130_fd_sc_hd__clkdlybuf4s50_1 0.50
==> cell families after synthesis <==
| group | synth area share (%) |
|---|---|
| compound gates | 35.0 |
| simple gates | 22.9 |
| buf+inv | 8.99 |
| mux | 18.9 |
| fa+ha+maj | 13.0 |
| xor+xnor | 1.16 |
==> power groups by stage <==
| stage | sequential (mW) | combinational, mW | clock (mW) |
|---|---|---|---|
| 5_1_grt | 0 | 0.471 | 0 |
| 4_1_cts | 0 | 0.431 | 0 |
==> final cells by class <==
cell class         count  area (um2)
inverters            104         390
repair buffers       144        1320
fillers             3528       20700
well taps            435         544
diodes                 2        5.00
multi-input cells   1198        8940
==> cells in the mapped netlist, drive strengths merged, types with 8 or more instances <==
library cell,number,share of area (%)
a2111oi,11,1.2
a211o,9,0.80
a211oi,27,2.1
a21o,19,1.5
a21oi,114,5.8
a221o,10,1.0
a221oi,11,1.0
a22o,8,0.71
a22oi,14,1.1
a311oi,8,0.71
a31oi,17,1.1
and2,16,1.0
and3,10,0.64
buf,42,2.4
clkbuf,69,2.6
ha,99,13
inv,103,3.9
mux2,26,3.0
mux2i,68,6.9
mux4,39,9.0
nand2,121,4.6
nand2b,24,1.5
nand3,26,1.3
nand4,15,0.96
nor2,121,4.6
nor2b,18,1.1
nor3,34,1.7
nor4,21,1.5
o2111ai,10,0.89
o211ai,19,1.5
o21a,9,0.69
o21ai,83,4.2
o21bai,13,1.0
o221ai,19,1.7
o22ai,19,1.2
o31ai,19,1.5
or2,12,0.77
or3,9,0.57
or4,8,0.61
xnor2,13,1.2
Power is estimated from default activity; no workload was simulated.
